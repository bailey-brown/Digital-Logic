==> design/flow/design.v <==
module Controller (
	input s0,s1,s2,s3,s4,s5,s6,s7,s8,s9,s10, CLK, CLR,
	output reg c0,c1,c2,c3,c4,c5,c7,c8,c9,c10,c11,c12,c13,c14);
	reg [4:0] state;
	parameter A = 5'b00000, B = 5'b00001, C = 5'b00010, D = 5'b00011, E = 5'b00100, F = 5'b00101, G = 5'b00110, H = 5'b00111, I = 5'b01000, J = 5'b01001, K = 5'b01010,
				 L = 5'b01011, M = 5'b01100, N = 5'b01101, O = 5'b01110, P = 5'b01111, Q = 5'b10000, R = 5'b10001;
	always @ (negedge CLK, negedge CLR)
		if (CLR == 0) state <= A;
		else case (state)
			A: if (c0) state <= B; 
			B: if (c3) state <= C;
			C: if (c4) state <= D; 
			D: if (c4) state <= E;
			E: if (s5) state <= F; else if (s6) state <= G; else if (s7) state <= H; else if (s0) state <= I; else if (s1) state <= J; else if (s2) state <= K;
			F: if (c9) state <= B;
			G: if (c8) state <= B;
			H: if (c1) state <= B;
			I: if (c3) state <= L;
			L: if (c3) state <= M;
			M: if (c11) state <= B;
			J: if (c5) state <= N;
			N: if (c5) state <= O;
			O: if (c5) state <= B;
			K: if (c3) state <= P;
			P: if (c3) state <= Q;
			Q: if (c14) state <= R;
			R: if (c11) state <= B;
		endcase
	 always @ (state)
		case (state)
			A: {c14,c13,c12,c11,c10,c9,c8,c7,c5,c4,c3,c2,c1,c0} = 14'b00000000000001;
			B: {c14,c13,c12,c11,c10,c9,c8,c7,c5,c4,c3,c2,c1,c0} = 14'b00000000001000;
			C: {c14,c13,c12,c11,c10,c9,c8,c7,c5,c4,c3,c2,c1,c0} = 14'b00000000010000;
			D: {c14,c13,c12,c11,c10,c9,c8,c7,c5,c4,c3,c2,c1,c0} = 14'b00000000010000;
			E: {c14,c13,c12,c11,c10,c9,c8,c7,c5,c4,c3,c2,c1,c0} = 14'b00000001000100;
			F: {c14,c13,c12,c11,c10,c9,c8,c7,c5,c4,c3,c2,c1,c0} = 14'b00001100000000;
			G: {c14,c13,c12,c11,c10,c9,c8,c7,c5,c4,c3,c2,c1,c0} = 14'b00000010000000;
			H: {c14,c13,c12,c11,c10,c9,c8,c7,c5,c4,c3,c2,c1,c0} = 14'b00000000000010;
			I: {c14,c13,c12,c11,c10,c9,c8,c7,c5,c4,c3,c2,c1,c0} = 14'b00000000011000;
			J: {c14,c13,c12,c11,c10,c9,c8,c7,c5,c4,c3,c2,c1,c0} = 14'b00000000100000;
			K: {c14,c13,c12,c11,c10,c9,c8,c7,c5,c4,c3,c2,c1,c0} = 14'b00000000011000;
			L: {c14,c13,c12,c11,c10,c9,c8,c7,c5,c4,c3,c2,c1,c0} = 14'b00000000011000;
			M: {c14,c13,c12,c11,c10,c9,c8,c7,c5,c4,c3,c2,c1,c0} = 14'b00011000000000;
			N: {c14,c13,c12,c11,c10,c9,c8,c7,c5,c4,c3,c2,c1,c0} = 14'b00000000111000;
			O: {c14,c13,c12,c11,c10,c9,c8,c7,c5,c4,c3,c2,c1,c0} = 14'b00000000111000;
			P: {c14,c13,c12,c11,c10,c9,c8,c7,c5,c4,c3,c2,c1,c0} = 14'b00000000011000;
			Q: {c14,c13,c12,c11,c10,c9,c8,c7,c5,c4,c3,c2,c1,c0} = 14'b10000000000000;
			R: {c14,c13,c12,c11,c10,c9,c8,c7,c5,c4,c3,c2,c1,c0} = 14'b00010000000000;
		endcase
endmodule
==> design/flow/run.sh <==
#!/bin/bash
# OpenROAD 26Q1-2900-gdf79404cd8, Yosys 0.63+post, stock flow scripts
make -C /OpenROAD-flow-scripts/flow DESIGN_CONFIG=/design/flow/config.mk WORK_HOME=/design/flow/orfs finish
==> design/flow/config.mk <==
export PLATFORM = sky130hd
export DESIGN_NAME = Controller
export DESIGN_NICKNAME = Controller
export VERILOG_FILES = /design/flow/design.v
export SDC_FILE = /design/flow/constraint.sdc
export NUM_CORES = 4
export LEC_CHECK = 1
export CORE_AREA = 10 10 95 95
export DIE_AREA = 0 0 105 105
==> design/flow/constraint.sdc <==
current_design Controller

set clk_period 1.5
set clk_io_pct 0.2

create_clock -name clk0 -period $clk_period [get_ports {CLK}]

set non_clock_inputs [all_inputs -no_clocks]
set_input_delay [expr $clk_period * $clk_io_pct] -clock clk0 $non_clock_inputs
set_output_delay [expr $clk_period * $clk_io_pct] -clock clk0 [all_outputs]
==> results_dict.tcl <==
# metrics dict for downstream scripts
set metrics [dict create \
    outcome "complete, but fails checks" \
    violations "setup timing" \
    tns_ns -0.728 \
    wl_met3_um 309 \
    numCtsBuffers 3 \
    simple_gate_share 0.158 \
    initCoreUtil 0.147 \
    ys_warn_count 1 \
    ys_sh_mux 0.0554 \
    drc_errors 0 \
    xor_area_frac 0 \
    ir_worst_vdd_v 0.000416 \
    grt_pass1_vias 763 \
    layout-drive-gt1-share 0.222 \
    die_area_mm2 0.0110 \
    ys_chip_area_mm2 0.00102 \
    p_total_uw 2560 \
    required_ns 1.01 \
    syn_area_mm2 0.00102 \
    cts_buffer_depth 2 \
    wl_met2_um 1020 \
    vias_per_cell 3.58 \
    cts_tree "done" \
    untimed_endpoints 23 \
    grt.overflow.total 0 \
    ys_types 27 \
    wl_per_cell_um 11.3 \
    clkLatencyLatePin_ns 0.31 \
    hold_ws_ns 0.482 \
    io_pins 27 \
    met1Wirelength_um 1050 \
    syn_to_final_growth_pct 39.9 \
    slew_viol_final 0 \
    hold_viol 0 \
    ys_ff 29 \
    cap_violations 0 \
    pre_cts_ws_ns -0.781 \
    postCtsHoldBufs 0 \
    fin_ws_ns -0.170 \
    route.vias.total 767 \
    coreArea_mm2 0.00691 \
    powerDensity_mw_per_mm2 1800 \
    antenna_found_initial 2 \
    grt_pass1_wl_um 4040 \
    yosysTopAreaCellShare 0.419 \
    dp_hpwl_um 1920 \
    warnings 34 \
    critPathLaunch "s6" \
    dr.pass1.iters 4 \
    cp_max_fo 4 \
    r2r-start "state[3]$_DFF_NN0_" \
    io_buffers 19 \
    rows 30 \
    tightest_slew_ns 0.884 \
    cp-end-kind "register" \
    cts.reportedPaths.clkPinSlew_ns 0.05 \
    top_layer "met5" \
    path_class "input port to register" \
    seqCellArea_um2 617 \
    synthCells 90 \
    root_buffer "clkbuf_8" \
    gp_congestion 0.843 \
    avgSynthCellArea_um2 11.3 \
    fp.dieW_um 105 \
    finClkSkew_ns 0.0490 \
    unclocked_pins 11 \
    adder_share 0 \
    topCombFamilyByArea "simple AND/OR/NAND/NOR gates" \
    grt_max_degree 13 \
    cts_max_level 1 \
    aoi_share 0.110 \
    ys_cells 90 \
    postRouteAntennaNets 0 \
    start_kind "input port" \
    p_leak_uw 0.000636 \
    hold_path.class "register to register" \
    area_leaders "dfrtn_1 42%, dlxtn_1 16%, mux2_2 5.5%" \
    fillCellCount 757 \
    setup_viol 5 \
    dr.first_iter.drc_count 30 \
    logic_area_um2 342 \
    rsz0062_at_grt "true" \
    grt_use_total 0.0434 \
    yosys.area.top_type "dfrtn_1" \
    die_h_um 105 \
    totalWireLength_um 2420 \
    slew_headroom 0.406 \
    worst-endpoint-arrival_ns 1.18 \
]
==> repair_timing <==
item,4_1_cts,5_1_grt
resized,15,3
pin swaps,4,5
hold endpoints to repair,0,0
buffers inserted,1,0
setup endpoints to repair,7,5
==> layout make-up <==
type                       count  area share
antenna                        1     0.00176
clock inverter                 2     0.00528
sequential                    29       0.434
tap                           96      0.0845
inverter                      11      0.0290
clock buffer                   3      0.0290
timing repair buffer          25       0.176
multi-input combinational     47       0.240
==> layout by cell type (no fill, tap or decap), types with 2 or more instances in the layout <==
master	instances
dfrtn_1	17
clkdlybuf4s50_1	14
inv_1	12
dlxtn_1	11
nand2_1	9
o21ai_0	6
mux2_2	5
nor4_1	4
buf_4	4
clkbuf_8	3
buf_6	3
a22oi_1	2
nand3_1	2
nor3_1	2
conb_1	2
==> metrics by stage <==
| step | utilization | cell area (um2) | cells |
|---|---|---|---|
| final | 0.206 | 1420 | 214 |
| after CTS | 0.204 | 1410 | 213 |
| after detailed placement | 0.197 | 1360 | 208 |
| after global routing | 0.206 | 1420 | 214 |
| after global placement | 0.197 | 1360 | 208 |
| after floorplan | - | 1020 | 91 |
==> where the power goes <==
part           switching, uW  internal, uW
sequential               252          1110
clock                    160           185
combinational            379           478
total                    791          1770
==> final timing paths <==
check | to | slack [ns] | depth (start not counted)
setup / recovery | state[3]$_DFF_NN0_ | -0.17 | 3
hold / removal | state[4]$_DFF_NN0_ | 0.48 | 2
setup reg to reg | state[3]$_DFF_NN0_ | 0.27 | 2
hold reg to reg | state[4]$_DFF_NN0_ | 0.48 | 2
max in group asynchronous | state[11]$_DFF_NN0_ | 0.26 | 2
min in group asynchronous | state[16]$_DFF_NN0_ | 1.09 | 2
==> kinds of logic after synthesis <==
| logic type | count (synthesis) |
|---|---|
| other | 1 |
| and+or+nand+nor | 26 |
| latches | 11 |
| DFF | 18 |
| buffers and inverters | 15 |
| AOI/OAI and AO/OA | 14 |
| muxes | 5 |
==> critical path, stage by stage <==
cell and delay [ns]:
buf_6 0.09, or4b_4 0.57, o41ai_2 0.21
==> layer usage <==
metal	GRT usage	vias up
met5	0	-
met4	0.00392	2
met3	0.0292	6
met2	0.0632	28
met1	0.0543	366
li1	-	365
==> synthesized netlist by cell type <==
cell,count
or2_2,1
nor3_1,2
nor3_2,1
dfrtn_1,17
or3_1,1
mux2_2,5
or4bb_1,1
a22oi_1,2
buf_4,3
nand3_1,2
o2bb2ai_1,1
nand3b_1,1
o41ai_2,1
o32ai_2,1
conb_1,1
nor4_1,4
nor4_2,1
a222oi_1,1
nand2_1,9
or4b_4,1
or4_1,1
nor2b_1,1
inv_1,12
dfstp_2,1
o21ai_0,7
a22o_2,1
dlxtn_1,11
No activity file was given, so power comes from the tool's default toggle rates.
